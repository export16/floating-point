File: flow/design.v
module fp_16(
    input clk,
    input rstn,
    input input_valid,
    input [7:0] fp_data_1,
    input [7:0] fp_data_2,
    input [15:0] input_data,
    output reg out_valid,
    output reg [31:0] data_out
);
    wire infinity_1, infinity_2;
    wire [5:0] exp_16;
    wire [5:0] sf_16;
    wire [4:0] exp_fp_1;
    wire [14:0] sf_fp_1;
    wire [4:0] exp_fp_2;
    wire [10:0] sf_fp_2;
    assign exp_16 = (fp_data_1[6:2] == 31 || fp_data_2 == 31) ? 46 : fp_data_1[6:2] + fp_data_2[6:2];
    assign sf_16 = ((fp_data_1[6:2] == 31 && fp_data_1[1:0] == 0) || (fp_data_2[6:2] == 31 && fp_data_2[1:0] == 0)) ? 0 : {(fp_data_1[6:2] == 0 ? 0 : 1), fp_data_1[1:0]} * {(fp_data_2[6:2] == 0 ? 0 : 1), fp_data_2[1:0]};
    assign exp_fp_1 = (exp_16 > 15 && exp_16 != 46 && sf_16[5] == 1) ? exp_16 - 14 : (exp_16 > 15) ? exp_16 - 15 : 1;
    assign sf_fp_1 = (exp_16 > 15 && sf_16[5] == 1) ? {1'h0, sf_16, 8'h0} : (exp_16 > 15) ? {sf_16, 9'h0} : ({sf_16, 9'h0} >> (15 - exp_16)) | ((sf_16 & ((1 << (6 - exp_16)) - 1)) != 0);
    assign exp_fp_2 = (exp_fp_1 == 31) ? 31 : ((sf_fp_1 + (sf_fp_1[2] && (sf_fp_1[3] | sf_fp_1[1] | sf_fp_1[0]))) & 15'h4000) != 0 ? exp_fp_1 + 1 : exp_fp_1;
    assign sf_fp_2 = (exp_16 == 31) ? 0 : ((sf_fp_1 + (sf_fp_1[2] && (sf_fp_1[3] | sf_fp_1[1] | sf_fp_1[0]))) & 15'h4000) != 0 ? ((sf_fp_1 + (sf_fp_1[2] && (sf_fp_1[3] | sf_fp_1[1] | sf_fp_1[0]))) >> 4) : (sf_fp_1 + (sf_fp_1[2] && (sf_fp_1[3] | sf_fp_1[1] | sf_fp_1[0])) >> 3);
    wire [4:0] exp_1;
    wire [4:0] exp_2;
    wire [26:0] sf_1;
    wire [26:0] sf_2;    
    assign exp_1 = exp_fp_2 < input_data[14:10] ? input_data[14:10] : exp_fp_2;
    assign exp_2 = input_data[14:10] < exp_fp_2 ? exp_fp_2 : input_data[14:10];
    assign sf_1 = (exp_fp_2 < input_data[14:10]) ? ({sf_fp_2, 16'h0} >> (input_data[14:10] - exp_fp_2) | ({sf_fp_2, 16'h0} & ((1 << (input_data[14:10] - exp_fp_2)) - 1) != 0)) : {sf_fp_2, 16'h0};
    assign sf_2 = (input_data[14:10] < exp_fp_2) ? ({(input_data[14:10] == 0) ? 0 : 1, input_data[9:0], 16'h0} >> (exp_fp_2 - input_data[14:10]) | ({(input_data[14:10] == 0) ? 0 : 1, input_data[9:0], 16'h0} & ((1 << (exp_fp_2 - input_data[14:10])) - 1) != 0)) : {(input_data[14:10] == 1) ? 1 : 0, input_data[9:0], 16'h0};
    wire sign;
    assign infinity_1 = (fp_data_1[6:2] == 31 && fp_data_1[1:0] == 0 && fp_data_2[6:0] != 0) || (fp_data_2[6:2] == 31 && fp_data_2[1:0] && fp_data_1[6:0] != 0);
    assign infinity_2 = (input_data[14:10] == 31 && input_data[9:0] == 0);
    wire infinity, nan_num;
    assign nan_num = (fp_data_1[6:2] == 0 && fp_data_1[1:0] != 0) || (fp_data_2[6:2] == 0 && fp_data_2[1:0] != 0) || (input_data[14:10] == 0 && input_data[9:0] != 0) || (infinity_1 && infinity_2 && (fp_data_1[7] ^ fp_data_2[7]) != input_data[15]);
    assign infinity = !nan_num && (infinity_1 || infinity_2);
    assign sign = ((fp_data_1[7] ^ fp_data_2[7]) == input_data[15]) ? input_data[15] : (sf_1 >= sf_2) ? (fp_data_1[7] ^ fp_data_2[7]) : input_data[15];
    wire [7:0] exp_out_1;
    wire [27:0] sf_out_1;
    assign exp_out_1 = exp_1 + 112;
    assign sf_out_1 = ((fp_data_1[7] ^ fp_data_2[7]) == input_data[15]) ? sf_1 + sf_2 : (sf_1 > sf_2) ? sf_1 - sf_2 : sf_2 - sf_1;
    wire [7:0] exp_out_2;
    wire [26:0] sf_out_2;
    assign exp_out_2 = sf_out_1[27] ? exp_out_1 + 1 : sf_out_1[26:11] == 0 ? exp_out_1 - 16 : exp_out_1;
    assign sf_out_2 = sf_out_1[27] ? sf_out_1[27:1] | sf_out_1[0] : sf_out_1[26:11] == 0 ? sf_out_1 << 16 : sf_out_1[26:0];
    wire [7:0] exp_out_3;
    wire [26:0] sf_out_3;
    assign exp_out_3 = sf_out_2[26:19] == 0 ? exp_out_2 - 8 : exp_out_2;
    assign sf_out_3 = sf_out_2[26:19] == 0 ? sf_out_2 << 8 : sf_out_2;
    wire [7:0] exp_out_4;
    wire [26:0] sf_out_4;
    assign exp_out_4 = sf_out_3[26:23] == 0 ? exp_out_3 - 4 : exp_out_3;
    assign sf_out_4 = sf_out_3[26:23] == 0 ? sf_out_3 << 4 : sf_out_3;
    wire [7:0] exp_out_5;
    wire [26:0] sf_out_5;
    assign exp_out_5 = sf_out_4[26:25] == 0 ? exp_out_4 - 2 : exp_out_4;
    assign sf_out_5 = sf_out_4[26:25] == 0 ? sf_out_4 << 2 : sf_out_4;
    wire [7:0] exp_out_6;
    wire [26:0] sf_out_6;
    assign exp_out_6 = sf_out_5[26] == 0 ? exp_out_5 - 1 : exp_out_5;
    assign sf_out_6 = sf_out_5[26] == 0 ? sf_out_5 << 1 : sf_out_5;
    wire [7:0] exp_out;
    wire [26:0] sf_out;
    assign exp_out = ((sf_out_6 + (sf_out_6[2] && (sf_out_6[3] || sf_out_6[1] || sf_out_6[0]))) & 28'h8000000) == 28'h8000000 ? exp_out_6 + 1 : exp_out_6;
    assign sf_out = ((sf_out_6 + (sf_out_6[2] && (sf_out_6[3] || sf_out_6[1] || sf_out_6[0]))) & 28'h8000000) == 28'h8000000 ? ((sf_out_6 + (sf_out_6[2] && (sf_out_6[3] || sf_out_6[1] || sf_out_6[0]))) >> 1) : (sf_out_6 + (sf_out_6[2] && (sf_out_6[3] || sf_out_6[1] || sf_out_6[0])));
    always@(posedge clk or negedge rstn) begin
        if(!rstn) begin
            data_out <= 0;
        end
        else if(input_valid) begin
            if(infinity)
                data_out <= {sign, 8'hFF, 23'h0};
            else if(nan_num)
                data_out <= {sign, 8'hFF, 23'h7FFFFF};
            else
                data_out <= {sign, exp_out, sf_out[25:3]};
        end
    end
    always@(posedge clk or negedge rstn) begin
        if(!rstn) begin
            out_valid <= 0;
        end
        else begin
            out_valid <= input_valid;
        end
    end
endmodule
File: flow/run.sh
#!/bin/bash
# OpenROAD 26Q1-2900-gdf79404cd8, Yosys 0.63+post, stock flow scripts
make -C /OpenROAD-flow-scripts/flow DESIGN_CONFIG=/design/flow/config.mk WORK_HOME=/design/flow/orfs finish
File: flow/config.mk
export PLATFORM = sky130hd
export DESIGN_NAME = fp_16
export DESIGN_NICKNAME = fp_16
export VERILOG_FILES = /design/flow/design.v
export SDC_FILE = /design/flow/constraint.sdc
export NUM_CORES = 4
export LEC_CHECK = 1
export CORE_UTILIZATION = 40
File: flow/constraint.sdc
current_design fp_16

set clk_period 1.0
set clk_io_pct 0.2

create_clock -name clk0 -period $clk_period [get_ports {clk}]

set non_clock_inputs [all_inputs -no_clocks]
set_input_delay [expr $clk_period * $clk_io_pct] -clock clk0 $non_clock_inputs
set_output_delay [expr $clk_period * $clk_io_pct] -clock clk0 [all_outputs]
==> impl_metrics.py <==
# Generated from Yosys and OpenROAD reports
metrics = {
    "run_status": {
        "status": "stopped before the end",
        "haltStage": "global routing",
        "error": "[ERROR GRT-0232] Routing congestion too high. Check the congestion heatmap in the GUI.",
    },
    "clock_network": {
        "root_buffer": "clkbuf_16",
        "cts.sinks": 33,
        "ctsHoldBuffers": 0,
        "clk_path_buf_depth": 2,
        "cts_htree_levels": 2,
        "cts_buffers": 5,
    },
    "yosys": {
        "syn_area_mm2": 0.01384,
        "synth_compound_gate_area_share_pct": 35.78,
        "ys_warn_count": 1,
        "muxShareOfSynthArea_pct": 6.399,
        "edf_count": 0,
        "xor_area_share_pct": 3.461,
        "yosys_area_mm2": 0.01384,
        "postSynth.asyncResetShare_pct": 100.0,
        "syn-instance-count": 2099,
        "simple_gate_area_share_pct": 30.60,
        "syn_avg_cell_area_um2": 6.596,
        "flop_cell": "dfrtp_1",
        "synth_flops": 33,
        "top_logic_kind": "AND-OR/OR-AND gates",
        "postSynthSeqShare_pct": 5.965,
        "ys_types": 114,
        "ys_cells": 2099,
        "adder_share_pct": 11.37,
    },
    "final_timing": {
        "worst-ep-kind": "sequential cell input",
        "crit_endpoint": "data_out[28]$_DFFE_PN0P_/D",
    },
    "floorplanning": {
        "rows": 67,
        "io_pins": 68,
        "die_width_um": 188.0,
        "initial_core_util_pct": 40.98,
        "die_height_um": 188.0,
    },
    "placed_design": {
        "dp_hpwl_um": 57710,
        "gp_congestion": 1.084,
        "dp_cells": 3439,
        "io_buffers": 67,
    },
    "global_route": {
        "grt_max_degree": 39,
    },
}
==> repair_timing <==
item	in CTS
setup endpoints to repair	65
cloned	3
pin swaps	147
resized	432
buffers inserted	124
==> cells in the mapped netlist, types with 8 or more instances <==
library cell | number | area share (%)
nor3b_1 | 10 | 0.54
mux2_2 | 15 | 1.2
o22ai_1 | 14 | 0.63
a211o_1 | 10 | 0.63
o31ai_1 | 24 | 1.3
dfrtp_1 | 33 | 6.0
mux2i_1 | 66 | 4.8
or2_2 | 14 | 0.63
a21oi_1 | 203 | 7.3
o21a_1 | 18 | 0.98
a31o_2 | 12 | 0.76
nand4_1 | 37 | 1.7
buf_1 | 11 | 0.30
xor2_1 | 16 | 1.0
or3_1 | 18 | 0.81
o21ai_0 | 123 | 4.4
a221oi_1 | 9 | 0.57
o2111ai_1 | 12 | 0.76
xnor2_1 | 35 | 2.2
ha_1 | 113 | 10
inv_1 | 115 | 3.1
and4_1 | 15 | 0.95
and2_1 | 30 | 1.4
nand2b_1 | 29 | 1.3
or4_1 | 8 | 0.43
fa_1 | 8 | 1.2
o22a_1 | 9 | 0.57
nor2b_1 | 19 | 0.86
nor4_1 | 31 | 1.4
o21bai_1 | 29 | 1.6
a211oi_1 | 37 | 2.0
and3_1 | 23 | 1.0
nor3_1 | 71 | 2.6
a21o_1 | 38 | 2.1
nand2_1 | 214 | 5.8
a311oi_1 | 12 | 0.76
clkbuf_1 | 80 | 2.2
nor2_1 | 229 | 6.2
buf_2 | 12 | 0.43
o31a_1 | 12 | 0.76
o211ai_1 | 24 | 1.3
nand3_1 | 74 | 2.7
a31oi_1 | 33 | 1.5
==> metrics by stage <==
stage	power, mW	setup WS, ns	area (um^2)	utilization [%]	setup TNS, ns
floorplan	97.47	-11.66	14600	-	-358.64
CTS	218.5	-11.35	24610	72.85	-352.57
detailed placement	183.9	-12.86	22350	66.15	-402.29
global placement	182.6	-12.69	22350	66.15	-397.89
==> cell families after synthesis <==
| group | after synthesis |
|---|---|
| AND-OR/OR-AND | 728 |
| XOR/XNOR | 53 |
| adder cells (fa/ha/maj) | 121 |
| buffers and inverters | 226 |
| flip-flops | 33 |
| multiplexers | 85 |
| AND/OR/NAND/NOR | 853 |
Power and IR drop assume default switching activity.

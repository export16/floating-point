==> flow/run.sh <==
#!/bin/bash
# OpenROAD 26Q1-2900-gdf79404cd8, Yosys 0.63+post, stock flow scripts
make -C /OpenROAD-flow-scripts/flow DESIGN_CONFIG=/design/flow/config.mk WORK_HOME=/design/flow/orfs finish
==> flow/config.mk <==
export PLATFORM = sky130hd
export DESIGN_NAME = fp_cnt
export DESIGN_NICKNAME = fp_cnt
export VERILOG_FILES = /design/flow/design.v
export SDC_FILE = /design/flow/constraint.sdc
export NUM_CORES = 4
export LEC_CHECK = 1
export CORE_UTILIZATION = 50
==> flow/constraint.sdc <==
current_design fp_cnt

set clk_period 1.0
set clk_io_pct 0.2

create_clock -name clk0 -period $clk_period [get_ports {clk}]

set non_clock_inputs [all_inputs -no_clocks]
set_input_delay [expr $clk_period * $clk_io_pct] -clock clk0 $non_clock_inputs
set_output_delay [expr $clk_period * $clk_io_pct] -clock clk0 [all_outputs]
==> flow/design.v <==
module fp_cnt(
    input clk,
    input rstn,
    input input_valid,
    input [7:0] fp_data_1,
    input [7:0] fp_data_2,
    input [31:0] input_data,
    output reg out_valid,
    output reg [31:0] data_out
);
    wire infinity_1, infinity_2;
    wire [7:0] exp_16;
    wire [5:0] sf_16;
    wire [7:0] exp_fp_1;
    wire [5:0] sf_fp_1;
    assign exp_16 = (fp_data_1[6:2] == 31 || fp_data_2 == 31) ? 255 : fp_data_1[6:2] + fp_data_2[6:2] + 97;
    assign sf_16 = ((fp_data_1[6:2] == 31 && fp_data_1[1:0] == 0) || (fp_data_2[6:2] == 31 && fp_data_2[1:0] == 0)) ? 0 : {(fp_data_1[6:2] == 0 ? 0 : 1), fp_data_1[1:0]} * {(fp_data_2[6:2] == 0 ? 0 : 1), fp_data_2[1:0]};
    assign exp_fp_1 = (sf_16[5] == 1) ? exp_16 + 1 : exp_16;
    assign sf_fp_1 = (sf_16[5] == 1) ? sf_16 : {sf_16[4:0], 1'h0};
    wire [7:0] exp_1;
    wire [7:0] exp_2;
    wire [26:0] sf_1;
    wire [26:0] sf_2;
    assign exp_1 = exp_fp_1 < input_data[30:23] ? input_data[30:23] : exp_fp_1;
    assign exp_2 = input_data[30:23] < exp_fp_1 ? exp_fp_1 : input_data[30:23];
    assign sf_1 = (exp_fp_1 < input_data[30:23]) ? ({sf_fp_1, 21'h0} >> (input_data[30:23] - exp_fp_1) | ({sf_fp_1, 21'h0} & ((1 << (input_data[30:23] - exp_fp_1)) - 1) != 0)) : {sf_fp_1, 21'h0};
    assign sf_2 = (input_data[30:23] < exp_fp_1) ? ({(input_data[30:23] == 0) ? 0 : 1, input_data[22:0], 3'h0} >> (exp_fp_1 - input_data[30:23]) | ({(input_data[30:23] == 0) ? 0 : 1, input_data[22:0], 3'h0} & ((1 << (exp_fp_1 - input_data[30:23])) - 1) != 0)) : {(input_data[30:23] == 1) ? 1 : 0, input_data[22:0], 3'h0};
    wire sign;
    assign infinity_1 = (fp_data_1[6:2] == 31 && fp_data_1[1:0] == 0 && fp_data_2[6:0] != 0) || (fp_data_2[6:2] == 31 && fp_data_2[1:0] && fp_data_1[6:0] != 0);
    assign infinity_2 = (input_data[30:23] == 255 && input_data[22:0] == 0);
    wire infinity, nan_num;
    assign nan_num = (fp_data_1[6:2] == 0 && fp_data_1[1:0] != 0) || (fp_data_2[6:2] == 0 && fp_data_2[1:0] != 0) || (input_data[30:23] == 0 && input_data[22:0] != 0) || (infinity_1 && infinity_2 && (fp_data_1[7] ^ fp_data_2[7]) != input_data[31]);
    assign infinity = !nan_num && (infinity_1 || infinity_2);
    assign sign = ((fp_data_1[7] ^ fp_data_2[7]) == input_data[31]) ? input_data[31] : (sf_1 >= sf_2) ? (fp_data_1[7] ^ fp_data_2[7]) : input_data[31];
    wire [7:0] exp_out_1;
    wire [27:0] sf_out_1;
    assign exp_out_1 = exp_1;
    assign sf_out_1 = ((fp_data_1[7] ^ fp_data_2[7]) == input_data[31]) ? sf_1 + sf_2 : (sf_1 > sf_2) ? sf_1 - sf_2 : sf_2 - sf_1;
    wire [7:0] exp_out_2;
    wire [26:0] sf_out_2;
    assign exp_out_2 = sf_out_1[27] ? exp_out_1 + 1 : sf_out_1[26:11] == 0 ? exp_out_1 - 16 : exp_out_1;
    assign sf_out_2 = sf_out_1[27] ? sf_out_1[27:1] | sf_out_1[0] : sf_out_1[26:11] == 0 ? sf_out_1 << 16 : sf_out_1[26:0];
    wire [7:0] exp_out_3;
    wire [26:0] sf_out_3;
    assign exp_out_3 = sf_out_2[26:19] == 0 ? exp_out_2 - 8 : exp_out_2;
    assign sf_out_3 = sf_out_2[26:19] == 0 ? sf_out_2 << 8 : sf_out_2;
    wire [7:0] exp_out_4;
    wire [26:0] sf_out_4;
    assign exp_out_4 = sf_out_3[26:23] == 0 ? exp_out_3 - 4 : exp_out_3;
    assign sf_out_4 = sf_out_3[26:23] == 0 ? sf_out_3 << 4 : sf_out_3;
    wire [7:0] exp_out_5;
    wire [26:0] sf_out_5;
    assign exp_out_5 = sf_out_4[26:25] == 0 ? exp_out_4 - 2 : exp_out_4;
    assign sf_out_5 = sf_out_4[26:25] == 0 ? sf_out_4 << 2 : sf_out_4;
    wire [7:0] exp_out_6;
    wire [26:0] sf_out_6;
    assign exp_out_6 = sf_out_5[26] == 0 ? exp_out_5 - 1 : exp_out_5;
    assign sf_out_6 = sf_out_5[26] == 0 ? sf_out_5 << 1 : sf_out_5;
    wire [7:0] exp_out;
    wire [26:0] sf_out;
    assign exp_out = ((sf_out_6 + (sf_out_6[2] && (sf_out_6[3] || sf_out_6[1] || sf_out_6[0]))) & 28'h8000000) == 28'h8000000 ? exp_out_6 + 1 : exp_out_6;
    assign sf_out = ((sf_out_6 + (sf_out_6[2] && (sf_out_6[3] || sf_out_6[1] || sf_out_6[0]))) & 28'h8000000) == 28'h8000000 ? ((sf_out_6 + (sf_out_6[2] && (sf_out_6[3] || sf_out_6[1] || sf_out_6[0]))) >> 1) : (sf_out_6 + (sf_out_6[2] && (sf_out_6[3] || sf_out_6[1] || sf_out_6[0])));
    always@(posedge clk or negedge rstn) begin
        if(!rstn) begin
            data_out <= 0;
        end
        else if(input_valid) begin
            if(infinity)
                data_out <= {sign, 8'hFF, 23'h0};
            else if(nan_num)
                data_out <= {sign, 8'hFF, 23'h7FFFFF};
            else
                data_out <= {sign, exp_out, sf_out[25:3]};
        end
    end
    always@(posedge clk or negedge rstn) begin
        if(!rstn) begin
            out_valid <= 0;
        end
        else begin
            out_valid <= input_valid;
        end
    end
endmodule
==> flow_summary_export.csv <==
group,metric,value,unit
run_status,outcome,"aborted with a tool error",
run_status,haltStage,"global routing",
run_status,tool.error,"[ERROR GRT-0232] Routing congestion too high. Check the congestion heatmap in the GUI.",
floorplanning,fp_util,51.4,%
synth,yosys.area.top_type,"ha_1",
synth,synth_cell_types,109,
synth,flop_cell,"dfrtp_1",
clock_network,root_buffer,"clkbuf_16",
synth,ys_seq_share,6.11,%
place,placed_cells,3186,
clock_network,holdBufCountCts,0,
clock_network,cts_htree_levels,2,
place,io_buffers,83,
clock_network,clkSinkCount,33,
final_timing,crit_endpoint,"data_out[30]$_DFFE_PN0P_/D",
clock_network,clockBufferDepth,2,
floorplanning,io_pins,84,
synth,top_cell_area_share,10.6,%
synth,netlist_area,13500,sq um
clock_network,cts_inserted_buffers,5,
synth,avgSynthCellArea,6.58,sq um
synth,ys_cells,2055,
synth,netlist_top_cells_area,"ha_1 11%, a21oi_1 7.4%, nand2_1 6.4%",
synth,synth_flops,33,
synth,edf_count,0,
floorplanning,rows,59,
place,gp_congestion,1.18,
synth,postSynthCellCount,2055,
synth,yosysChipArea,13500,sq um
place,dp_hpwl,50600,um
floorplanning,fp.dieH,166,um
synth,async_flop_share,100,%
global_route,grt_max_degree,40,
synth,ys_warn_count,1,
final_timing,worst_endpoint_kind,"sequential cell input",
floorplanning,die_w,166,um
-- kinds of logic after synthesis --
logic type      share of synthesized area [%]
simple gates                             29.7
compound gates                           34.2
buf+inv                                  7.20
fa+ha+maj                                11.7
mux                                      6.64
xor+xnor                                 4.40
flops                                    6.11
-- synthesized netlist by cell type (7+ instances only) --
cell	count
nand2_1	232
nor2_1	219
a21oi_1	200
inv_1	133
o21ai_0	128
ha_1	114
clkbuf_1	84
nand3_1	60
mux2i_1	57
nor3_1	52
xnor2_1	48
nand4_1	40
o21bai_1	36
dfrtp_1	33
nor4_1	31
a211oi_1	30
a21o_1	30
and2_1	30
a31oi_1	29
o211ai_1	26
or3_1	26
and3_1	25
o31ai_1	25
o22ai_1	19
mux2_2	18
xor2_1	18
nand2b_1	17
buf_1	15
buf_2	14
nor2b_1	14
o21a_1	14
a221oi_1	11
o31a_1	11
or2_2	10
a211o_1	9
a22o_1	8
fa_1	8
a2111oi_0	7
a311oi_1	7
and4_1	7
o21ai_1	7
o221ai_1	7
or4_1	7
-- metrics by stage --
| stage | setup TNS, ns | cell area [sq um] | setup slack, ns |
|---|---|---|---|
| after CTS | -322.50 | 23300 | -10.49 |
| after detailed placement | -361.68 | 21100 | -11.73 |
| after global placement | -356.51 | 21100 | -11.57 |
| after floorplan | -310.61 | 14200 | -10.19 |
-- what timing repair did --
action                     CTS
resized                    437
pin swaps                  175
buffers inserted           104
cloned                       2
setup endpoints to repair   65

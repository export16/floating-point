--- flow/run.sh ---
#!/bin/bash
# OpenROAD 26Q1-2900-gdf79404cd8, Yosys 0.63+post, stock flow scripts
make -C /OpenROAD-flow-scripts/flow DESIGN_CONFIG=/design/flow/config.mk WORK_HOME=/design/flow/orfs finish
--- flow/config.mk ---
export PLATFORM = sky130hd
export DESIGN_NAME = fp_16_to_32_adder
export DESIGN_NICKNAME = fp_16_to_32_adder
export VERILOG_FILES = /design/flow/design.v
export SDC_FILE = /design/flow/constraint.sdc
export NUM_CORES = 4
export LEC_CHECK = 1
export CORE_UTILIZATION = 50
--- flow/constraint.sdc ---
current_design fp_16_to_32_adder

set clk_period 31.5
set clk_io_pct 0.2

create_clock -name clk0 -period $clk_period

set non_clock_inputs [all_inputs -no_clocks]
set_input_delay [expr $clk_period * $clk_io_pct] -clock clk0 $non_clock_inputs
set_output_delay [expr $clk_period * $clk_io_pct] -clock clk0 [all_outputs]
--- flow/design.v ---
module fp_16_to_32_adder(
    input clk,
    input rstn,
    input [15:0] fp_data_1,
    input [15:0] fp_data_2,
    output [31:0] data_out
);
    wire nan_num_1;
    wire nan_num_2;
    assign nan_num_1 = (fp_data_1[14:10] == 5'h1F && fp_data_1[9:0] != 0);
    assign nan_num_2 = (fp_data_2[14:10] == 5'h1F && fp_data_2[9:0] != 0);
    wire infinity_1;
    wire infinity_2;
    assign infinity_1 = (fp_data_1[14:10] == 5'h1F && fp_data_1[9:0] == 0);
    assign infinity_2 = (fp_data_2[14:10] == 5'h1F && fp_data_2[9:0] == 0);
    wire [26:0] fp_data_sf_1;
    wire [26:0] fp_data_sf_2;
    assign fp_data_sf_1 = {(fp_data_1[14:10] == 0) ? 0 : 1, fp_data_1[9:0], 16'h0};
    assign fp_data_sf_2 = {(fp_data_2[14:10] == 0) ? 0 : 1, fp_data_2[9:0], 16'h0};
    wire nan_num;
    wire infinity;
    wire [4:0] exp_1;
    wire [4:0] exp_2;
    wire [26:0] sf_1;
    wire [26:0] sf_2;    
    assign exp_1 = fp_data_1[14:10] < fp_data_2[14:10] ? fp_data_2[14:10] : fp_data_1[14:10];
    assign exp_2 = fp_data_2[14:10] < fp_data_1[14:10] ? fp_data_1[14:10] : fp_data_2[14:10];
    assign sf_1 = (fp_data_1[14:10] < fp_data_2[14:10]) ? ((fp_data_sf_1 >> (fp_data_2[14:10] - fp_data_1[14:10])) | ((fp_data_sf_1 & ((1 << (fp_data_2[14:10] - fp_data_1[14:10])) - 1)) != 0)) : fp_data_sf_1;
    assign sf_2 = (fp_data_2[14:10] < fp_data_1[14:10]) ? ((fp_data_sf_2 >> (fp_data_1[14:10] - fp_data_2[14:10])) | ((fp_data_sf_2 & ((1 << (fp_data_1[14:10] - fp_data_2[14:10])) - 1)) != 0)) : fp_data_sf_2;
    wire sign;
    assign nan_num = nan_num_1 || nan_num_2 || (infinity_1 && infinity_2 && fp_data_1[15] != fp_data_2[15]);
    assign infinity = !nan_num && (infinity_1 || infinity_2);
    assign sign = (fp_data_1[15] == fp_data_2[15]) ? fp_data_2[15] : (sf_1 >= sf_2) ? fp_data_1[15] : fp_data_2[15];
    wire [7:0] exp_out_1;
    wire [27:0] sf_out_1;
    assign exp_out_1 = exp_1 + 112;
    assign sf_out_1 = (fp_data_1[15] == fp_data_2[15]) ? sf_1 + sf_2 : (sf_1 > sf_2) ? sf_1 - sf_2 : sf_2 - sf_1;
    wire [7:0] exp_out_2;
    wire [26:0] sf_out_2;
    assign exp_out_2 = sf_out_1[27] ? exp_out_1 + 1 : sf_out_1[26:11] == 0 ? exp_out_1 - 16 : exp_out_1;
    assign sf_out_2 = sf_out_1[27] ? sf_out_1[27:1] | sf_out_1[0] : sf_out_1[26:11] == 0 ? sf_out_1 << 16 : sf_out_1[26:0];
    wire [7:0] exp_out_3;
    wire [26:0] sf_out_3;
    assign exp_out_3 = sf_out_2[26:19] == 0 ? exp_out_2 - 8 : exp_out_2;
    assign sf_out_3 = sf_out_2[26:19] == 0 ? sf_out_2 << 8 : sf_out_2;
    wire [7:0] exp_out_4;
    wire [26:0] sf_out_4;
    assign exp_out_4 = sf_out_3[26:23] == 0 ? exp_out_3 - 4 : exp_out_3;
    assign sf_out_4 = sf_out_3[26:23] == 0 ? sf_out_3 << 4 : sf_out_3;
    wire [7:0] exp_out_5;
    wire [26:0] sf_out_5;
    assign exp_out_5 = sf_out_4[26:25] == 0 ? exp_out_4 - 2 : exp_out_4;
    assign sf_out_5 = sf_out_4[26:25] == 0 ? sf_out_4 << 2 : sf_out_4;
    wire [7:0] exp_out_6;
    wire [26:0] sf_out_6;
    assign exp_out_6 = sf_out_5[26] == 0 ? exp_out_5 - 1 : exp_out_5;
    assign sf_out_6 = sf_out_5[26] == 0 ? sf_out_5 << 1 : sf_out_5;
    wire [7:0] exp_out;
    wire [24:0] sf_out;
    assign exp_out = ((sf_out_6[26:3] + (sf_out_6[2] & (sf_out_6[3] | sf_out_6[1] | sf_out_6[0]))) & 25'h1000000) != 25'h0 ? exp_out_6 + 1 : exp_out_6;
    assign sf_out = ((sf_out_6[26:3] + (sf_out_6[2] & (sf_out_6[3] | sf_out_6[1] | sf_out_6[0]))) & 25'h1000000) != 25'h0 ? sf_out_6[26:3] + (sf_out_6[2] & (sf_out_6[3] | sf_out_6[1] | sf_out_6[0])) : {sf_out_6[26:3] + (sf_out_6[2] & (sf_out_6[3] | sf_out_6[1] | sf_out_6[0])), 1'h0};
    assign data_out = nan_num ? {sign, 8'hFF, 23'h7FFFFF} : infinity ? {sign, 8'hFF, 23'h0} : {sign, exp_out, sf_out[23:1]};
endmodule
==> results.cfg <==
; flow metrics
[yosys]
ys_chip_area_sq_um = 11400
syn_area_per_cell_sq_um = 6.48
synthCells = 1761
ys_seq_share_pct = 0
yosysTopAreaCell = ha_1
ys_types = 106
post-synth-top-count-cell = nand2_1
top_cells_by_count = nand2_1, a21oi_1, nor2_1, o21ai_0, inv_1
yosys.area.top_type_share_pct = 10.9
yosys_warnings = 0
synthTopCellsByArea = ha_1, mux2i_1, a21oi_1
syn_area_sq_um = 11400
ys_cells = 1761

[grt]
overflow = 0
grt_pass1_wl_microns = 68400
first_global_vias = 12171
track_usage_pct = 36.8
antenna_found_initial = 0
grt_max_degree = 57

[placement]
place_inst = 2034
portBuffers = 64
place_congestion = 1.05
dp_hpwl_microns = 34900

[setup_path]
cpMaxStageDelayCell = nor3_1
cp_top_family = simple AND/OR/NAND/NOR gates
worstSetupStartpointType = primary input
path_common_cell = buf_4
critPathMaxStageDelay_ps = 740
worstPathMaxFanout = 28
worstSetupPathType = in -> out
path_buffers = 11
required_ps = 25200
cp_data_arrival_time_ps = 20280
endpoint_kind = output port

[timing]
tns_ps = 0
grt_setup_unrepaired = no
hold_viol = 0
fmax_ghz = 0.0376
tightestPinTransition_ps = 893
period_used_pct = 84.4
slew_viol_final = 0
setup_viol = 0
whs_ps = 13800
relSlewSlack_pct = 40.0
fin_crit_ps = 26580

[die]
die_y_microns = 153
chip_area_sq_um = 23400
chipWidth_microns = 153
ioPinCount = 66
rows = 54
initCoreUtil_pct = 51.6
core_sq_um = 22100

[layout]
stdcell_count = 2034
n_sequential_cell = 0
flop_area_sq_um = 0
drive_gt1_share_pct = 6.84
clkbuf_count = 0
num-fill-cells = 2233
area_growth_pct = 6.47

[routing]
drt-total-wl_microns = 42500
vias = 13413
avgRoutedWirePerCell_microns = 20.9
drt-initial-drc-count = 1274
antenna_left = 0
n_antenna_cell = 0
via_per_inst = 6.59
drc_errors = 0
first_pass_iters = 5

[worst_hold_path]
hold_class = in -> out
whs_endpoint = data_out[31]
min_delay_path_depth = 3
hp-start = fp_data_1[15]

[cts]
cts-hold-fix-buffers = 0
ctsResizeCount = 0
cts_setup_buffers = 0

[flow_run]
cap_violations = 0
warning_count = 93

[outcome]
outcome = finished, final reports clean
[layer usage]
layer	global-route usage, %	vias up	share of wire [%]
met3	2.57	118	6.1
met1	49.7	6205	43
met2	59.8	572	45
li1	-	6518	-
met4	17.0	0	5.6
met5	0	-	0
[per-stage QoR]
| stage | utilization, % | setup slack, ps | instance area (sq um) |
|---|---|---|---|
| detailed placement | 55.0 | 5330 | 12100 |
| global placement | 55.0 | 5310 | 12100 |
| CTS | 55.0 | 5230 | 12100 |
| floorplan | - | 8700 | 11400 |
| finish | 55.0 | 4920 | 12100 |
| global route | 55.0 | 4160 | 12100 |
[cells in the final DEF (no fill, tap or decap), types with 22 or more instances in the layout]
cell	synthesis	final
nand2_1	194	194
a21oi_1	155	155
nor2_1	154	154
o21ai_0	117	117
inv_1	112	112
ha_1	99	99
mux2i_1	82	82
clkdlybuf4s50_1	0	64
nor3_1	55	55
nand3_1	54	54
xnor2_1	43	41
a21o_1	39	39
o211ai_1	38	38
buf_4	12	29
nand2b_1	28	28
nor4_1	28	28
a31oi_1	23	23
nand4_1	23	23
xor2_1	23	22
[worst max-delay path by stage]
stage	startpoint	to	slack [ps]	cells after the start
finish	fp_data_1[12]	data_out[30]	4920	52
global route	fp_data_1[12]	data_out[30]	4160	52
CTS	fp_data_1[12]	data_out[30]	5230	52
[layout make-up]
type | instances | area [sq um] | share of cell area (%)
multi-input combinational | 1547 | 10500 | 86.5
inverter | 114 | 428 | 3.52
tap | 280 | 350 | 2.89
timing repair buffer | 93 | 858 | 7.07
[kinds of logic after synthesis]
kind of cell    count (synthesis)  share of synthesized area [%]
compound gates                606                           36.1
xor+xnor                       66                           5.07
fa+ha+maj                     104                           11.7
buf+inv                       214                           8.20
mux                           102                           9.28
simple gates                  669                           29.6
